`./config.mk`:
```
export PLATFORM = sky130hd
export DESIGN_NAME = buzzer
export DESIGN_NICKNAME = buzzer
export VERILOG_FILES = /design/flow/design.v
export SDC_FILE = /design/flow/constraint.sdc
export NUM_CORES = 4
export LEC_CHECK = 1
export CORE_AREA = 10 10 91 91
export DIE_AREA = 0 0 101 101
export SYNTH_HDL_FRONTEND = slang
```
`./constraint.sdc`:
```
current_design buzzer

set clk_period 3.6
set clk_io_pct 0.2

create_clock -name clk0 -period $clk_period [get_ports {clk}]

set non_clock_inputs [all_inputs -no_clocks]
set_input_delay [expr $clk_period * $clk_io_pct] -clock clk0 $non_clock_inputs
set_output_delay [expr $clk_period * $clk_io_pct] -clock clk0 [all_outputs]
```
`./design.v`:
```
module buzzer #(FREQ=15'd880) (
input clk, 
input reset, 
output logic pin
);
	reg outClk = 0;
	clock_divider clk2(clk, FREQ, reset, outClk);
	always@(outClk) begin
		if(outClk) begin
			pin <= 1;
		end else begin
			pin <= 0;
		end
	end
endmodule
module clock_divider #(BASE_SPEED=50000000) (
input clk, 
input [$clog2(1000000):0] speed, 
input reset,
output logic outClk
);
	logic [$clog2(1000000):0] increment;
	reg [$clog2(25000000):0] counter = 0;
	reg outClk_d;
	reg [$clog2(25000000):0] counter_d;
	always_comb begin
		increment = (BASE_SPEED / speed) - 1;
		if(reset == 1'b1) begin
			counter_d = 0;
			outClk_d = 0;
		end else begin
			if(counter <= (increment / 2)) begin
				outClk_d = 0;
			end else begin 
				outClk_d = 1;
			end
			if(counter == increment) begin
				counter_d = 0;
			end else begin
				counter_d = counter + 1;
			end
		end
	end
	always@(posedge clk) begin
		counter <= counter_d;
		outClk <= outClk_d;
	end
endmodule
```
`./run.sh`:
```
#!/bin/bash
# OpenROAD 26Q1-2900-gdf79404cd8, Yosys 0.63+post, stock flow scripts
make -C /OpenROAD-flow-scripts/flow DESIGN_CONFIG=/design/flow/config.mk WORK_HOME=/design/flow/orfs finish
```
==> impl_metrics.py <==
# Generated from Yosys and OpenROAD reports
metrics = {
    "logic_synthesis": {
        "ys_seq_share_pct": 40.6,
        "numSynthFlops": 27,
        "syn_avg_cell_area_um2": 8.81,
        "synthCells": 151,
        "yosys_cells": 151,
        "syn_area_mm2": 0.00133,
        "edf_count": 0,
        "ys_async_sr_fraction_pct": 0,
        "ys_warn_count": 0,
        "synthDominantCellAreaShare_pct": 40.6,
        "top_cells_by_count": "nor2_1 (30), dfxtp_1 (27), xor2_1 (15), nand4_1 (10)",
        "synth_cell_types": 29,
        "ys_area_mm2": 0.00133,
        "synth.area.top_cells": "dfxtp_1 (41%), xor2_1 (9.9%), nor2_1 (8.5%)",
        "ff_type": "dfxtp_1",
        "top_area_cell": "dfxtp_1",
        "yosysMostFrequentCell": "nor2_1",
    },
    "sta": {
        "fin_skew_ns": 0.00311,
        "slew-limit-headroom_pct": 43.3,
        "fin_ws_ns": 1.37,
        "finalSetupViolCount": 0,
        "period_minus_slack_ns": 2.23,
        "hold_viol_final": 0,
        "fmax_mhz": 449,
        "grt_setup_unrepaired": "no",
        "fin_setup_tns_ns": 0,
        "layout_worst_path_cycle_share_pct": 61.8,
        "worstMarginPinSlew_ns": 0.850,
        "finalMaxSlewViolations": 0,
    },
    "critical_path": {
        "arrival_ns": 2.35,
        "critical_path_class": "flip-flop to flip-flop",
        "start_kind": "flip-flop",
        "cp.required_ns": 3.73,
        "path_max_fanout": 26,
        "worst_setup_path_end_kind": "flip-flop",
        "reg2reg_slack_ns": 1.37,
        "rr_startpoint": "clk2.counter[16]",
        "crit-reg2reg-capture": "clk2.counter[12]",
        "reg2regPathDepth": 4,
    },
    "cts": {
        "numCtsBuffers": 3,
        "cts_tree": "yes",
        "cts_root_buffer": "clkbuf_8",
        "cts_resized": 0,
        "clock_sinks": 27,
        "path_clk_slew_ns": 0.09,
        "clock_latency_ns": 0.26,
        "htreeDepth": 1,
        "post_cts_buffers": 0,
        "clockBufferDepth": 2,
        "ctsHoldBuffers": 0,
    },
    "routing": {
        "n_antenna_cell": 0,
        "detail-route-antenna-nets": 0,
        "dr.first_iter.drc_count": 40,
        "routed_wl_um": 2310,
        "wl_per_cell_um": 10.2,
        "drcViolationCount": 0,
        "via_per_inst": 4.21,
        "num_vias": 952,
        "firstDrtPassIters": 4,
    },
    "power": {
        "swShare_pct": 20.4,
        "irDropWorstVdd_mv": 0.185,
        "power.total_mw": 0.485,
        "clockPowerShare_pct": 34.3,
        "p_int_mw": 0.386,
        "p_sw_mw": 0.0989,
        "p_per_area_mw_per_mm2": 339,
        "combPwrFrac_pct": 3.0,
        "power_leakage_nw": 0.490,
        "pwr-share-seq_pct": 62.7,
    },
    "global_routing": {
        "grt_pass1_wl_um": 4270,
        "groute.usage.overall_pct": 4.78,
        "grt_pass1_vias": 949,
        "grt-ovfl-total": 0,
        "antenna_found_initial": 0,
        "grt_max_degree": 27,
    },
    "final_layout": {
        "finalNonFillerCells": 226,
        "final_util_pct": 22.5,
        "drive_gt1_share_pct": 5.37,
        "seqCellArea_um2": 541,
        "syn_to_final_growth_pct": 7.62,
        "fillers": 692,
        "area.combinational_um2": 718,
    },
    "place": {
        "dp_hpwl_um": 1580,
        "io_buffers": 2,
        "placed_cells_incl_taps": 222,
        "dp_slack_ns": 1.34,
        "place.gp.congestion": 0.822,
    },
    "worst_hold_path": {
        "hp-class": "flip-flop to flip-flop",
        "min_from": "clk2.counter[0]",
        "hold-path-cell-count": 1,
        "whs_endpoint": "clk2.counter[0]",
    },
    "die": {
        "ios": 3,
        "rows": 29,
        "core_region_area_mm2": 0.00635,
        "die_h_um": 101,
        "chip_area_mm2": 0.0102,
        "initial_core_util_pct": 20.9,
        "die_w_um": 101,
    },
    "job": {
        "maxCapViolations": 0,
        "warnings": 27,
    },
    "run_status": {
        "outcome": "completed",
    },
}
## metal layers
layer	vias to the layer above	routed length [um]	GRT usage (%)
met2	5	954	7.42
met5	-	0	0
met1	430	1300	7.03
met4	0	16	0.857
li1	515	-	-
met3	2	36	0.554
## state kept, by name, indices dropped and copies added, names as in the netlist
register and count:
clk2.outClk 1, clk2.counter 26
## metrics by stage
stage / hold slack [ns] / area [um^2]
after detailed placement: 0.473 / 1390
final: 0.484 / 1430
after global routing: 0.537 / 1430
after global placement: 0.464 / 1390
after CTS: 0.495 / 1430
after floorplan: 0.444 / 1330
## critical path: stages (launching register included)
cell and delay, ns:
dfxtp_1 0.37, or4_1 0.53, nor4_2 0.28, a41o_1 0.79
nor2_1 0.11
## worst max path at each step
stage	start	to	slack (ns)	cells after the start
finish	clk2.counter[16]	clk2.counter[12]	1.37	4
global route	clk2.counter[16]	clk2.counter[8]	1.12	4
CTS	clk2.counter[16]	clk2.counter[22]	1.32	4
## logic make-up after synthesis
family                     synth area share [%]
DFF                                        40.6
xor gates and xnor gates                   15.8
AOI/OAI and AO/OA                          3.58
buffers and inverters                      5.36
adders and majority gates                  2.82
and+or+nand+nor                            31.8
## cell type report
type	instances	area share (%)
Multi-Input combinational cell	113	50.2
Sequential cell	27	37.8
Tap cell	77	6.73
Clock buffer	4	3.15
Timing Repair Buffer	2	1.40
Inverter	3	0.787
## power groups by stage
stage / clock, mW / sequential, mW / combinational, mW
final: 0.166 / 0.304 / 0.0144
after global routing: 0.185 / 0.305 / 0.0171
after CTS: 0.175 / 0.304 / 0.0150
## cells in the final DEF (no fill, tap or decap), types with 2 or more instances in the layout
cell type        count
a21oi_1              2
and3_1               8
clkbuf_8             3
clkdlybuf4s50_1      2
dfxtp_1             27
ha_1                 3
inv_1                3
nand2_1              7
nand3_1              9
nand4_1             10
nor2_1              30
nor3_1               2
nor3b_1              2
nor4_2               2
o21ai_0              2
or4_1                2
xnor2_1              9
xor2_1              15
Power is estimated from default activity; no workload was simulated.
